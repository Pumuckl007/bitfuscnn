==> design/flow/design.v <==
module rc_from_bank
       #(
         parameter integer BANK_COUNT = 32,
         parameter integer TILE_SIZE = 256
       ) (
         input logic [$clog2(BANK_COUNT)-1:0] bank,
         input logic [$clog2(TILE_SIZE)-1:0] entry,
         input logic unsigned [1:0] bitwidth,
         output logic [$clog2(TILE_SIZE)-1:0] row,
         output logic [$clog2(TILE_SIZE)-1:0] column
       );
function logic [$clog2(TILE_SIZE)-1:0] row_from_bank_entry(
    input logic[$clog2(BANK_COUNT)-1:0] bank,
    input logic[$clog2(TILE_SIZE)-1:0] entry);
  logic [$clog2(BANK_COUNT)-1:0] shift;
  logic [$clog2(TILE_SIZE)-1:0] row_msb;
  logic [1:0] row_lsb;
  logic [$clog2(BANK_COUNT):0] small_buffer_count;
  logic [$clog2(TILE_SIZE)-1:0] column;
  small_buffer_count = BANK_COUNT >> bitwidth;
  row_msb = entry << bitwidth;
  shift = (entry * 3) % BANK_COUNT;
  column = bank - shift;
  if(bank < shift) begin
    column = bank + BANK_COUNT - shift;
  end
  row_lsb = column >> ($clog2(BANK_COUNT) - bitwidth);
  column = column % small_buffer_count;
  row_from_bank_entry = row_msb | row_lsb;
endfunction
function logic [$clog2(BANK_COUNT)-1:0] column_from_bank_entry(
    input logic[$clog2(BANK_COUNT)-1:0] bank,
    input logic[$clog2(TILE_SIZE)-1:0] entry);
  logic [$clog2(BANK_COUNT)-1:0] shift;
  logic [$clog2(TILE_SIZE)-1:0] row_msb;
  logic [1:0] row_lsb;
  logic [$clog2(BANK_COUNT):0] small_buffer_count;
  logic [$clog2(TILE_SIZE)-1:0] column;
  small_buffer_count = BANK_COUNT >> bitwidth;
  row_msb = entry << bitwidth;
  shift = (entry * 3) % BANK_COUNT;
  column = bank - shift;
  if(bank < shift) begin
    column = bank + BANK_COUNT - shift;
  end
  column_from_bank_entry = column % small_buffer_count;
endfunction
assign row = row_from_bank_entry(bank, entry);
assign column = column_from_bank_entry(bank, entry);
endmodule
==> design/flow/run.sh <==
#!/bin/bash
# OpenROAD 26Q1-2900-gdf79404cd8, Yosys 0.63+post, stock flow scripts
make -C /OpenROAD-flow-scripts/flow DESIGN_CONFIG=/design/flow/config.mk WORK_HOME=/design/flow/orfs finish
==> design/flow/config.mk <==
export PLATFORM = sky130hd
export DESIGN_NAME = rc_from_bank
export DESIGN_NICKNAME = rc_from_bank
export VERILOG_FILES = /design/flow/design.v
export SDC_FILE = /design/flow/constraint.sdc
export NUM_CORES = 4
export LEC_CHECK = 1
export CORE_AREA = 10 10 70 70
export DIE_AREA = 0 0 80 80
==> design/flow/constraint.sdc <==
current_design rc_from_bank

set clk_period 4.1
set clk_io_pct 0.2

create_clock -name clk0 -period $clk_period

set non_clock_inputs [all_inputs -no_clocks]
set_input_delay [expr $clk_period * $clk_io_pct] -clock clk0 $non_clock_inputs
set_output_delay [expr $clk_period * $clk_io_pct] -clock clk0 [all_outputs]
==> summary.rpt <==
PHYSICAL IMPLEMENTATION REPORT
----------------------------------------------------
[Synth]
  Count of instantiated cells in the yosys netlist ........................ 181
  Top cells by area ........................ sky130_fd_sc_hd__ha_1 (22%), sky130_fd_sc_hd__mux4_2 (7.6%), sky130_fd_sc_hd__mux2i_1 (5.4%), sky130_fd_sc_hd__fa_1 (4.0%), sky130_fd_sc_hd__inv_1 (4.0%)
  Distinct cells, synth ........................ 53
  Most area-hungry cell type in the Yosys netlist ........................ sky130_fd_sc_hd__ha_1
  Seq/Total Area, Yosys ........................ 0%
  Chip area from the yosys synthesis statistics ........................ 0.00149 sq mm
  Most common library cells after synthesis ........................ sky130_fd_sc_hd__ha_1 (26), sky130_fd_sc_hd__inv_1 (16), sky130_fd_sc_hd__nor2_1 (10)
  Yosys warning count ........................ 1
  Synth Cell Area ........................ 0.00149 sq mm
  Most repeated cell in the gate-level netlist after synthesis ........................ sky130_fd_sc_hd__ha_1
  Top-area cell share ........................ 21.9%
  Synthesized instance count ........................ 181
  Post-Syn Area per Cell ........................ 8.21 sq um

[Drt]
  Detailed Route WL ........................ 4.91 mm
  Tally of nets with antenna violations remaining after routing ........................ 0
  First-pass detailed-route iteration total ........................ 4
  Initial detailed-routing violation count ........................ 46
  Routed length per instance ........................ 14.8 um
  Antenna Diode Count ........................ 0
  Post-detailed-route DRC marker count ........................ 0
  Count of vias placed by the detailed router ........................ 1,765
  Number of vias per cell after detailed routing ........................ 5.33

[Timing]
  Post-layout period usage of the worst path ........................ 242%
  Max-slew violation total from the final report ........................ 0
  Fin Hold WS ........................ 2.18 ns
  Setup repair after global routing missed its margin ........................ yes
  Post-route worst setup slack ........................ -5.83 ns
  Highest achievable clock rate ........................ 101 MHz
  Number of failing setup endpoints in the final timing report ........................ 5
  Final Critical Period ........................ 9.93 ns
  Endpoints failing hold ........................ 0

[Place]
  Cell count after placement ........................ 308
  Count of input and output buffers ........................ 28
  Post-DP HPWL ........................ 3.54 mm
  Post-DP Area ........................ 0.00231 sq mm
  Routability congestion estimate from global placement ........................ 0.815

[Final layout]
  Share of final-layout standard cells stronger than drive strength 1 ........................ 49.1%
  Area of combinational cells with multiple inputs ........................ 0.00164 sq mm
  Post-route design area ........................ 0.00267 sq mm
  Count of clock buffers in the final design ........................ 0
  Non-filler cells, final ........................ 331
  Area overhead of the layout relative to synthesis ........................ 79.7%
  Area taken by flip-flops and latches ........................ 0 sq um
  Final Util ........................ 78.1%
  Number of fill cells in the layout ........................ 230
  Sequential cell count of the final layout ........................ 0

[Worst hold path]
  Min-Delay Path Class ........................ in -> out
  Start point of the worst hold path ........................ entry[0]
  Worst hold path cell count ........................ 5
  Endpoint, Worst Hold ........................ column[1]

[Power and ir drop]
  Maximum vdd ir drop ........................ 0.00100 V
  Clock Power Share ........................ 0%
  Power per standard cell area ........................ 620 mW/mm^2
  Fraction of power spent switching nets ........................ 40.1%
  Combinational power share ........................ 100.0%
  Internal power ........................ 0.992 mW
  Switching power summed over all nets ........................ 0.663 mW
  Leak Pwr ........................ 1.22 nW
  Sequential cell fraction of total power ........................ 0%
  Overall power consumption ........................ 1.65 mW

[Die]
  Number of I/O pins ........................ 31
  Core Footprint ........................ 0.00342 sq mm
  Fp_density ........................ 43.5%
  Overall chip area ........................ 0.00640 sq mm
  Row cnt ........................ 21
  Die Ht ........................ 80 um
  Die W ........................ 80 um

[Critical path]
  Data arrival time of the worst path ........................ 9.11 ns
  Slowest cell on crit path ........................ sky130_fd_sc_hd__or4_4
  Crit path buffers/inverters ........................ 6
  Family with the most delay on the worst path ........................ AND-OR/OR-AND gates
  Data required time of the critical path ........................ 3.28 ns
  Setup crit end kind ........................ output pin
  Max Fanout on Critical Path ........................ 4
  Worst setup SP type ........................ input pin
  Critical path type ........................ in -> out
  Peak per-stage delay on the critical path ........................ 0.47 ns
  Most frequent cell on the critical path ........................ sky130_fd_sc_hd__o21a_1

[GRT]
  Via count of the first global-routing pass ........................ 1,684
  Global-route wire length before repair ........................ 7.44 mm
  Total routing resource utilization after global routing ........................ 13.6%
  Maximum number of pins on one net before global-route repair ........................ 20
  Number of antenna violations at the first check in global routing ........................ 0
  Global route overflow ........................ 0

[Run]
  Maximum Capacitance Violations ........................ 0
  OpenROAD warning count ........................ 35

[Status]
  Run status ........................ finished, violations left
  Violated checks ........................ negative setup slack

----------------------------------------------------
==> power by group through the flow <==
stage | Combinational, mW | Sequential [mW] | Clock, mW
final | 1.65 | 0 | 0
after global routing | 1.79 | 0 | 0
after CTS | 1.46 | 0 | 0
==> routing by layer <==
layer	track usage (%)	up-vias	wire, um
met1	18.0	849	2330
met5	0	-	0
met4	0.704	0	49
li1	-	894	-
met2	24.6	18	2460
met3	0.682	4	66
==> repair_timing <==
action                     4_1_cts  5_1_grt
pin swaps                       29       37
resized                         57       27
hold buffers                     0        0
setup buffers                   14       14
setup endpoints to repair        6        6
cloned                           0        0
==> worst max path at each step <==
stage         from        end  slack, ns  cells after the start
6_report  entry[1]  column[4]      -5.83                     41
5_1_grt   entry[1]  column[4]      -6.25                     41
4_1_cts   entry[1]  column[4]      -5.80                     41
==> cell families after synthesis <==
| kind of cell | count (synthesis) | synth area share, % |
|---|---|---|
| XOR/XNOR | 6 | 3.54 |
| multiplexers | 19 | 17.5 |
| other | 1 | 0.252 |
| buffers and inverters | 25 | 7.67 |
| adder cells (fa/ha/maj) | 29 | 25.9 |
| AND/OR/NAND/NOR | 51 | 19.8 |
| AND-OR/OR-AND | 50 | 25.3 |
==> cell usage in the layout, fill, tap and decap left out, types with 4 or more instances in the layout <==
cell type,instances
sky130_fd_sc_hd__mux2i_1,6
sky130_fd_sc_hd__o21ai_0,4
sky130_fd_sc_hd__nor2b_1,4
sky130_fd_sc_hd__buf_6,8
sky130_fd_sc_hd__mux4_2,5
sky130_fd_sc_hd__nand2_1,7
sky130_fd_sc_hd__buf_2,5
sky130_fd_sc_hd__ha_4,7
sky130_fd_sc_hd__o21ai_1,4
sky130_fd_sc_hd__nand2b_1,6
sky130_fd_sc_hd__clkdlybuf4s50_1,18
sky130_fd_sc_hd__inv_1,13
sky130_fd_sc_hd__o21a_1,8
sky130_fd_sc_hd__buf_4,75
sky130_fd_sc_hd__nor2_1,10
sky130_fd_sc_hd__ha_1,19
sky130_fd_sc_hd__nor3_1,7
==> stage by stage <==
step	TNS [ns]	worst slack, ns
final	-18.11	-5.83
after floorplan	-15.71	-5.24
after global placement	-22.59	-6.34
after global routing	-19.62	-6.25
after detailed placement	-23.09	-6.52
after CTS	-17.87	-5.80
==> final cells by class <==
type	count	share of cell area, %
timing repair buffer	110	33.9
multi-input combinational	158	61.4
inverter	17	2.53
tap	46	2.16
Power is estimated from default activity; no workload was simulated.
