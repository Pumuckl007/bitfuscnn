==> flow/design.v <==
module bitbrick (
    input [1:0] a,
    input [1:0] b,
    input sa,
    input sb,
    output reg [3:0] out
);
logic signed [2:0] sea, seb;
logic signed [5:0] p;
always_comb begin
    sea = {a[1]&sa,a[1:0]};
    seb = {b[1]&sb,b[1:0]};
    p = sea * seb;
    out[3:0] = p[3:0];
end
endmodule
module fusion_unit (
    input [7:0] a,
    input [7:0] b,
    input sa,
    input sb,
    input [1:0] cfga,
    input [1:0] cfgb,
    output reg [63:0] out
);
logic [15:0] out0, out1, out2, out3;
logic signed [15:0] out0_ext, out1_ext, out2_ext, out3_ext, out0_a_ext, out1_a_ext, out2_a_ext, out3_a_ext;
logic signed [63:0] sum;
logic sa_0, sa_1, sa_2, sa_3;
logic sb_0, sb_1, sb_2, sb_3;
logic sft_ctrl_0_1, sft_ctrl_0_2;
logic [1:0] sft_ctrl_0_3;
quarter_unit qu_0 (
    .a(a[3:0]),
    .b(b[3:0]),
    .sa({sa_1,sa_0}),
    .sb({sb_1,sb_0}),
    .sft_ctrl_1(sft_ctrl_0_1),
    .sft_ctrl_2(sft_ctrl_0_2),
    .sft_ctrl_3(sft_ctrl_0_3[1:0]),
    .out(out0[15:0])
);
quarter_unit qu_1 (
    .a(a[7:4]),
    .b(b[3:0]),
    .sa({sa_3,sa_2}),
    .sb({sb_1,sb_0}),
    .sft_ctrl_1(sft_ctrl_0_1),
    .sft_ctrl_2(sft_ctrl_0_2),
    .sft_ctrl_3(sft_ctrl_0_3[1:0]),
    .out(out1[15:0])
);
quarter_unit qu_2 (
    .a(a[3:0]),
    .b(b[7:4]),
    .sa({sa_1,sa_0}),
    .sb({sb_3,sb_2}),
    .sft_ctrl_1(sft_ctrl_0_1),
    .sft_ctrl_2(sft_ctrl_0_2),
    .sft_ctrl_3(sft_ctrl_0_3[1:0]),
    .out(out2[15:0])
);
quarter_unit qu_3 (
    .a(a[7:4]),
    .b(b[7:4]),
    .sa({sa_3,sa_2}),
    .sb({sb_3,sb_2}),
    .sft_ctrl_1(sft_ctrl_0_1),
    .sft_ctrl_2(sft_ctrl_0_2),
    .sft_ctrl_3(sft_ctrl_0_3[1:0]),
    .out(out3[15:0])
);
always_comb begin
    sa_0 = 1'b0;
    sa_1 = 1'b0;
    sa_2 = 1'b0;
    sa_3 = sa;
    sb_0 = 1'b0;
    sb_1 = 1'b0;
    sb_2 = 1'b0;
    sb_3 = sb;
    sft_ctrl_0_1 = 1'b1;
    sft_ctrl_0_2 = 1'b1;
    sft_ctrl_0_3 = 2'b10;
    out0_ext = out0[15:0];
    out1_ext = {out1[11:0],4'b0};
    out2_ext = {out2[11:0],4'b0};
    out3_ext = {out3[7:0],8'b0};
    out0_a_ext = 0;
    out1_a_ext = 0;
    out2_a_ext = 0;
    out3_a_ext = 0;
    sum = out0_ext + out1_ext + out2_ext + out3_ext;
    out[63:0] = (sa_3||sb_3) ? {{48{sum[15]}},sum[15:0]} : {48'b0,sum[15:0]};
    case ({cfga[1:0],cfgb[1:0]})
        4'b1010: begin
            sa_0 = 1'b0;
            sa_1 = 1'b0;
            sa_2 = 1'b0;
            sa_3 = sa;
            sb_0 = 1'b0;
            sb_1 = 1'b0;
            sb_2 = 1'b0;
            sb_3 = sb;
            sft_ctrl_0_1 = 1'b1;
            sft_ctrl_0_2 = 1'b1;
            sft_ctrl_0_3 = 2'b10;
            out0_ext = out0[15:0];
            out1_ext = {out1[11:0],4'b0};
            out2_ext = {out2[11:0],4'b0};
            out3_ext = {out3[7:0],8'b0};
            sum = out0_ext + out1_ext + out2_ext + out3_ext;
            out[63:0] = (sa_3||sb_3) ? {{48{sum[15]}},sum[15:0]} : {48'b0,sum[15:0]};
        end
        4'b1001: begin
            sa_0 = 1'b0;
            sa_1 = 1'b0;
            sa_2 = 1'b0;
            sa_3 = sa;
            sb_0 = 1'b0;
            sb_1 = sb;
            sb_2 = 1'b0;
            sb_3 = sb;
            sft_ctrl_0_1 = 1'b1;
            sft_ctrl_0_2 = 1'b1;
            sft_ctrl_0_3 = 2'b10;
            out0_ext = out0[15:0];
            out1_ext = {out1[11:0],4'b0};
            out2_ext = out2[15:0];
            out3_ext = {out3[11:0],4'b0};
            sum[31:0] = out0_ext + out1_ext;
            sum[63:32] = out2_ext + out3_ext;
            out[63:0] = (sa_3||sb_3) ? {{20{sum[43]}},sum[43:32],{20{sum[11]}},sum[11:0]} : {20'b0,sum[43:32],20'b0,sum[11:0]};
        end
        4'b0110: begin
            sa_0 = 1'b0;
            sa_1 = sa;
            sa_2 = 1'b0;
            sa_3 = sa;
            sb_0 = 1'b0;
            sb_1 = 1'b0;
            sb_2 = 1'b0;
            sb_3 = sb;
            sft_ctrl_0_1 = 1'b1;
            sft_ctrl_0_2 = 1'b1;
            sft_ctrl_0_3 = 2'b10;
            out0_ext = out0[15:0];
            out1_ext = out1[15:0];
            out2_ext = {out2[11:0],4'b0};
            out3_ext = {out3[11:0],4'b0};
            sum[31:0] = out0_ext + out2_ext;
            sum[63:32] = out1_ext + out3_ext;
            out[63:0] = (sa_3||sb_3) ? {{20{sum[43]}},sum[43:32],{20{sum[11]}},sum[11:0]} : {20'b0,sum[43:32],20'b0,sum[11:0]};
        end
        4'b1000: begin
            sa_0 = 1'b0;
            sa_1 = 1'b0;
            sa_2 = 1'b0;
            sa_3 = sa;
            sb_0 = sb;
            sb_1 = sb;
            sb_2 = sb;
            sb_3 = sb;
            sft_ctrl_0_1 = 1'b1;
            sft_ctrl_0_2 = 1'b0;
            sft_ctrl_0_3 = 2'b01;
            out0_ext = (sa_3||sb_3) ? {{8{out0[7]}},out0[7:0]} : {8'b0,out0[7:0]};
            out1_ext = (sa_3||sb_3) ? {{4{out1[7]}},out1[7:0],4'b0} : {4'b0,out1[7:0],4'b0};
            out2_ext = (sa_3||sb_3) ? {{8{out2[7]}},out2[7:0]} : {8'b0,out2[7:0]};
            out3_ext = (sa_3||sb_3) ? {{4{out3[7]}},out3[7:0],4'b0} : {4'b0,out3[7:0],4'b0};
            out0_a_ext = (sa_3||sb_3) ? {{8{out0[15]}},out0[15:8]} : {8'b0,out0[15:8]};
            out1_a_ext = (sa_3||sb_3) ? {{4{out1[15]}},out1[15:8],4'b0} : {4'b0,out1[15:8],4'b0};
            out2_a_ext = (sa_3||sb_3) ? {{8{out2[15]}},out2[15:8]} : {8'b0,out2[15:8]};
            out3_a_ext = (sa_3||sb_3) ? {{4{out3[15]}},out3[15:8],4'b0} : {4'b0,out3[15:8],4'b0};
            sum[15:0] = out0_ext + out1_ext;
            sum[31:16] = out0_a_ext + out1_a_ext;
            sum[47:32] = out2_ext + out3_ext;
            sum[63:48] = out2_a_ext + out3_a_ext;
            out[63:0] = (sa_3||sb_3) ? {{6{sum[57]}},sum[57:48],{6{sum[41]}},sum[41:32],{6{sum[25]}},sum[25:16],{6{sum[9]}},sum[9:0]} : {6'b0,sum[57:48],6'b0,sum[41:32],6'b0,sum[25:16],6'b0,sum[9:0]};
        end
        4'b0010: begin
            sa_0 = sa;
            sa_1 = sa;
            sa_2 = sa;
            sa_3 = sa;
            sb_0 = 1'b0;
            sb_1 = 1'b0;
            sb_2 = 1'b0;
            sb_3 = sb;
            sft_ctrl_0_1 = 1'b0;
            sft_ctrl_0_2 = 1'b1;
            sft_ctrl_0_3 = 2'b01;
            out0_ext = (sa_3||sb_3) ? {{8{out0[7]}},out0[7:0]} : {8'b0,out0[7:0]};
            out1_ext = (sa_3||sb_3) ? {{8{out1[7]}},out1[7:0]} : {8'b0,out1[7:0]};
            out2_ext = (sa_3||sb_3) ? {{4{out2[7]}},out2[7:0],4'b0} : {4'b0,out2[7:0],4'b0};
            out3_ext = (sa_3||sb_3) ? {{4{out3[7]}},out3[7:0],4'b0} : {4'b0,out3[7:0],4'b0};
            out0_a_ext = (sa_3||sb_3) ? {{8{out0[15]}},out0[15:8]} : {8'b0,out0[15:8]};
            out1_a_ext = (sa_3||sb_3) ? {{8{out1[15]}},out1[15:8]} : {8'b0,out1[15:8]};
            out2_a_ext = (sa_3||sb_3) ? {{4{out2[15]}},out2[15:8],4'b0} : {4'b0,out2[15:8],4'b0};
            out3_a_ext = (sa_3||sb_3) ? {{4{out3[15]}},out3[15:8],4'b0} : {4'b0,out3[15:8],4'b0};
            sum[15:0] = out0_ext + out2_ext;
            sum[31:16] = out0_a_ext + out2_a_ext;
            sum[47:32] = out1_ext + out3_ext;
            sum[63:48] = out1_a_ext + out3_a_ext;
            out[63:0] = (sa_3||sb_3) ? {{6{sum[57]}},sum[57:48],{6{sum[41]}},sum[41:32],{6{sum[25]}},sum[25:16],{6{sum[9]}},sum[9:0]} : {6'b0,sum[57:48],6'b0,sum[41:32],6'b0,sum[25:16],6'b0,sum[9:0]};
        end
        4'b0101: begin
            sa_0 = 1'b0;
            sa_1 = sa;
            sa_2 = 1'b0;
            sa_3 = sa;
            sb_0 = 1'b0;
            sb_1 = sa;
            sb_2 = 1'b0;
            sb_3 = sb;
            sft_ctrl_0_1 = 1'b1;
            sft_ctrl_0_2 = 1'b1;
            sft_ctrl_0_3 = 2'b10;
            sum[15:0] = out0[15:0];
            sum[31:16] = out1[15:0];
            sum[47:32] = out2[15:0];
            sum[63:48] = out3[15:0];
            out = sum;
        end
        4'b0100: begin
            sa_0 = 1'b0;
            sa_1 = sa;
            sa_2 = 1'b0;
            sa_3 = sa;
            sb_0 = sb;
            sb_1 = sb;
            sb_2 = sb;
            sb_3 = sb;
            sft_ctrl_0_1 = 1'b1;
            sft_ctrl_0_2 = 1'b0;
            sft_ctrl_0_3 = 2'b01;
            sum[15:0] = out0[15:0];
            sum[31:16] = out1[15:0];
            sum[47:32] = out2[15:0];
            sum[63:48] = out3[15:0];
            out = sum;
        end
        4'b0001: begin
            sa_0 = sa;
            sa_1 = sa;
            sa_2 = sa;
            sa_3 = sa;
            sb_0 = 1'b0;
            sb_1 = sb;
            sb_2 = 1'b0;
            sb_3 = sb;
            sft_ctrl_0_1 = 1'b0;
            sft_ctrl_0_2 = 1'b1;
            sft_ctrl_0_3 = 2'b01;
            sum[15:0] = out0[15:0];
            sum[31:16] = out1[15:0];
            sum[47:32] = out2[15:0];
            sum[63:48] = out3[15:0];
            out = sum;
        end
        4'b0000: begin
            sa_0 = sa;
            sa_1 = sa;
            sa_2 = sa;
            sa_3 = sa;
            sb_0 = sb;
            sb_1 = sb;
            sb_2 = sb;
            sb_3 = sb;
            sft_ctrl_0_1 = 1'b0;
            sft_ctrl_0_2 = 1'b0;
            sft_ctrl_0_3 = 2'b00;
            sum[15:0] = out0[15:0];
            sum[31:16] = out1[15:0];
            sum[47:32] = out2[15:0];
            sum[63:48] = out3[15:0];
            out = sum;
        end
        default: begin
            out = 64'b0;
        end
    endcase
end
endmodule
module quarter_unit (
    input [3:0] a,
    input [3:0] b,
    input [1:0] sa,
    input [1:0] sb,
    input sft_ctrl_1,
    input sft_ctrl_2,
    input [1:0] sft_ctrl_3,
    output reg [15:0] out
);
logic [3:0] out0, out1, out2, out3;
logic signed [7:0] out0_ext, out1_ext, out2_ext, out3_ext;
logic signed [15:0] sum;
bitbrick bb_0 (
    .a(a[1:0]),
    .b(b[1:0]),
    .sa(sa[0]),
    .sb(sb[0]),
    .out(out0[3:0])
);
bitbrick bb_1 (
    .a(a[3:2]),
    .b(b[1:0]),
    .sa(sa[1]),
    .sb(sb[0]),
    .out(out1[3:0])
);
bitbrick bb_2 (
    .a(a[1:0]),
    .b(b[3:2]),
    .sa(sa[0]),
    .sb(sb[1]),
    .out(out2[3:0])
);
bitbrick bb_3 (
    .a(a[3:2]),
    .b(b[3:2]),
    .sa(sa[1]),
    .sb(sb[1]),
    .out(out3[3:0])
);
always_comb begin
    out0_ext = (sa[0]||sb[0]) ? {{4{out0[3]}},out0[3:0]} : {4'b0,out0[3:0]};
    out1_ext = (sa[1]||sb[0]) ? {{2{out1[3]}},out1[3:0],2'b00} : {2'b00,out1[3:0],2'b00};
    out2_ext = (sa[0]||sb[1]) ? {{2{out2[3]}},out2[3:0],2'b00} : {2'b00,out2[3:0],2'b00};
    out3_ext = (sa[1]||sb[1]) ? {out3[3:0],4'b0} : {out3[3:0],4'b0};
    sum = out0_ext + out1_ext + out2_ext + out3_ext;
    out[15:0] = (sa[1]||sb[1]) ? {{8{sum[7]}},sum[7:0]} : {8'b0,sum[7:0]};
    case ({sft_ctrl_3[1:0],sft_ctrl_2,sft_ctrl_1})
        4'b1011: begin
            out0_ext = (sa[0]||sb[0]) ? {{4{out0[3]}},out0[3:0]} : {4'b0,out0[3:0]};
            out1_ext = (sa[1]||sb[0]) ? {{2{out1[3]}},out1[3:0],2'b00} : {2'b00,out1[3:0],2'b00};
            out2_ext = (sa[0]||sb[1]) ? {{2{out2[3]}},out2[3:0],2'b00} : {2'b00,out2[3:0],2'b00};
            out3_ext = (sa[1]||sb[1]) ? {out3[3:0],4'b0} : {out3[3:0],4'b0};
            sum = out0_ext + out1_ext + out2_ext + out3_ext;
            out[15:0] = (sa[1]||sb[1]) ? {{8{sum[7]}},sum[7:0]} : {8'b0,sum[7:0]};
        end
        4'b0110: begin
            out0_ext = (sa[0]||sb[0]) ? {{4{out0[3]}},out0[3:0]} : {4'b0,out0[3:0]} ;
            out1_ext = (sa[1]||sb[0]) ? {{4{out1[3]}},out1[3:0]} : {4'b0,out1[3:0]};
            out2_ext = (sa[0]||sb[1]) ? {{2{out2[3]}},out2[3:0],2'b00} : {2'b00,out2[3:0],2'b00};
            out3_ext = (sa[1]||sb[1]) ? {{2{out2[3]}},out3[3:0],2'b00} : {2'b00,out3[3:0],2'b00};
            sum[7:0] = out0_ext + out2_ext;
            sum[15:8] = out1_ext + out3_ext;
            out[15:0] = (sa[1]||sb[1]) ? {{2{sum[5]}},sum[13:8],{2{sum[5]}},sum[5:0]} : {2'b00,sum[13:8],2'b00,sum[5:0]};
        end
        4'b0101: begin
            out0_ext = (sa[0]||sb[0]) ? {{4{out0[3]}},out0[3:0]} : {4'b0,out0[3:0]};
            out1_ext = (sa[1]||sb[0]) ? {{2{out1[3]}},out1[3:0],2'b00} : {2'b00,out1[3:0],2'b00};
            out2_ext = (sa[0]||sb[1]) ? {{4{out2[3]}},out2[3:0]} : {4'b0,out2[3:0]};
            out3_ext = (sa[1]||sb[1]) ? {{2{out2[3]}},out3[3:0],2'b00} : {2'b00,out3[3:0],2'b00};
            sum[7:0] = out0_ext + out1_ext;
            sum[15:8] = out2_ext + out3_ext;
            out[15:0] = (sa[1]||sb[1]) ? {{2{sum[5]}},sum[13:8],{2{sum[5]}},sum[5:0]} : {2'b00,sum[13:8],2'b00,sum[5:0]};
        end
        4'b0000: begin
            out0_ext = (sa[0]||sb[0]) ? {{4{out0[3]}},out0[3:0]} : {4'b0, out0[3:0]};
            out1_ext = (sa[1]||sb[0]) ? {{4{out1[3]}},out1[3:0]} : {4'b0, out1[3:0]};
            out2_ext = (sa[0]||sb[1]) ? {{4{out2[3]}},out2[3:0]} : {4'b0, out2[3:0]};
            out3_ext = (sa[1]||sb[1]) ? {{4{out2[3]}},out3[3:0]} : {4'b0, out3[3:0]};
            sum[3:0] = out0_ext;
            sum[7:4] = out1_ext;
            sum[11:8] = out2_ext;
            sum[15:12] = out3_ext;
            out = sum;
        end
        default: begin
            out = 16'b0;
        end
    endcase
end
endmodule
==> flow/run.sh <==
#!/bin/bash
# OpenROAD 26Q1-2900-gdf79404cd8, Yosys 0.63+post, stock flow scripts
make -C /OpenROAD-flow-scripts/flow DESIGN_CONFIG=/design/flow/config.mk WORK_HOME=/design/flow/orfs finish
==> flow/config.mk <==
export PLATFORM = sky130hd
export DESIGN_NAME = fusion_unit
export DESIGN_NICKNAME = fusion_unit
export VERILOG_FILES = /design/flow/design.v
export SDC_FILE = /design/flow/constraint.sdc
export NUM_CORES = 4
export LEC_CHECK = 1
export CORE_UTILIZATION = 30
==> flow/constraint.sdc <==
current_design fusion_unit

set clk_period 29.2
set clk_io_pct 0.2

create_clock -name clk0 -period $clk_period

set non_clock_inputs [all_inputs -no_clocks]
set_input_delay [expr $clk_period * $clk_io_pct] -clock clk0 $non_clock_inputs
set_output_delay [expr $clk_period * $clk_io_pct] -clock clk0 [all_outputs]
==> notes.md <==
Summary of implementation figures.

Outcome
The flow ran to the end, and the final reports show no timing, DRC or antenna violations.

Cells and area
The clock tree buffer count of the final layout is 0. The top logic cell by instance count in the layout is sky130_fd_sc_hd__inv_1. The sequential cell area is 0 µm². The sequential cell count is 0.

The fill cell instance count of the final layout is 3734. The cell area after layout is 12800 µm². Ranking logic cells in the layout by count gives the top entries 186 x sky130_fd_sc_hd__inv_1, 137 x sky130_fd_sc_hd__ha_1, 107 x sky130_fd_sc_hd__fa_1.

Per the final layout report, the fraction of cells sized above drive strength 1 comes to 0.0794. From synthesis to final layout, the design area changed by 12.9%. Leaving out buffers and inverters, the combinational logic in the layout accounts for 10200 µm².

Worst setup path
The critical-path cell with the highest stage delay is sky130_fd_sc_hd__nor3b_1. The capturing instance or port of the critical path is out[34]. The worst setup path is captured at an output port. The most critical setup path has its startpoint at sb.

The required time of the critical path is about 23 ns. Data arrives at the worst endpoint at 17.70 ns. Looking at the setup timing report, the critical path kind is in -> out. The maximum fanout along the worst path is 13. The timing report shows the most common cell along the critical path to be sky130_fd_sc_hd__fa_1. The nature of the critical path startpoint is a primary input. On the worst path, the slowest cell contributes a delay of 0.79 ns.

Timing
The final max-slew violation count is 0. Setup repair after global routing left no endpoint under its margin. Summed over all failing endpoints, the final setup total negative slack is 0 ns. Headroom to the max-slew limit came out at 0.386. The maximum clock frequency is 42.5 MHz. In the post-route analysis, the smallest setup slack over all paths is 5.66 ns. The slew at the pin closest to its max-slew limit is 0.912 ns. The routed design could run at a clock period as short as 23.54 ns. The post-route clock period utilization is 0.806. The number of setup violations in the final report is 0. The final timing report lists a hold violation count of 0.

Die
The total I/O pin count is ~86. The report lists the number of standard-cell rows as 70. After floorplanning, the core was sized to cover 36800 µm². The initial standard-cell utilization of the core is 0.307. The floorplan step defined a die boundary enclosing 38400 µm².

The height of the die is just under 200 µm. The floorplan die width is 196 µm.

Yosys
The share of synthesized area in the top cell type comes to 0.190. The synthesis log from Yosys contains 3 warnings. Post-synthesis, Yosys gives the total cell area as about 11000 µm². Synthesis produced between 1000 and 1500 cells.

The count of unique library cells instantiated by Yosys is between 100 and 150. The post-synthesis cell count from yosys is 1409. The share of the Yosys chip area taken by registers is 0.

The average size of a mapped cell is 8.02 µm². After synthesis the cells add up to about 11000 µm². By area the synthesized netlist is led by sky130_fd_sc_hd__fa_1 19%, sky130_fd_sc_hd__ha_1 15%, sky130_fd_sc_hd__xnor2_1 7.2%, sky130_fd_sc_hd__inv_1 6.2%, sky130_fd_sc_hd__xor2_1 4.3%. The post-synthesis cell type with the largest combined area is sky130_fd_sc_hd__fa_1.

Clocking
The number of buffers inserted for hold repair after clock tree synthesis is 0. The cell resize tally after clock tree synthesis is 0. The number of setup buffers added after CTS is 0.

Route
The via count is 10749. The count of nets left with antenna violations once routing finished came out at 0. The first TritonRoute pass finished after 6 iterations.

The number of remaining DRC errors is 0. In the routed netlist, the antenna diode instances number 0. In the post-route report, total wirelength is listed as a little over 40000 µm. Per the detail_route report, routed wire per instance is 21.0 µm. The average via count per standard cell is between 5 and 6. The violation count after the first detailed-routing iteration is around 940.

Pwr
The leakage power in the latest report is 5.97 nW. Total power for the finished layout comes to 942 µW. The maximum resistive drop on vdd is 48.7 µV. The power per cell area is about 74 nW/µm².

Global routing
The first global-routing pass estimated 62400 µm of wire. For this run, the total global-route usage over all layers was measured as 0.219. Per the GRT congestion report, total overflow comes to 0. The via count of the first global-routing pass is 10392. The initial antenna violation count is 0. The pin count of the biggest net entering global routing is 32.

Flow run
The number of warnings in the stage logs is 37. The number of maximum-capacitance violations recorded for the run is 0.

Place
RePlAce ended its routability-driven mode at a weighted congestion of 0.974. The pre-CTS setup slack is 5.73 ns. The count of buffers from port buffering is 86.

The detailed placement HPWL is around 33000 µm. The placed instances occupy a cell area of 12800 µm².

Min path
The type of the tightest min-delay check is in -> out.
## worst max-delay path, delay by kind of cell
| kind | cells | cell delay (ns) |
|---|---|---|
| buffers and inverters | 8 | 1.92 |
| AND-OR/OR-AND | 10 | 2.53 |
| AND/OR/NAND/NOR | 6 | 2.49 |
| XOR/XNOR | 6 | 1.53 |
| adder cells (fa/ha/maj) | 8 | 3.37 |
## power by group
part,internal (mW),total (mW),switching [mW]
combinational,0.454,0.942,0.489
sequential,0,0,0
clock,0,0,0
## worst min-delay path by stage
| stage | from | cells after the start | end |
|---|---|---|---|
| 4_1_cts | b[0] | 4 | out[0] |
| 5_1_grt | b[0] | 4 | out[0] |
| 6_report | a[0] | 4 | out[0] |
## cell type report
class	count	share of cell area
inverters	186	0.0548
multi-input cells	1149	0.801
repair buffers	138	0.0981
well taps	468	0.0459
## synthesized netlist by cell type (4+ instances only)
library cell / instances
sky130_fd_sc_hd__a21oi_1: 83
sky130_fd_sc_hd__a31o_2: 4
sky130_fd_sc_hd__o2111ai_1: 8
sky130_fd_sc_hd__inv_1: 186
sky130_fd_sc_hd__nor3b_1: 4
sky130_fd_sc_hd__o22ai_1: 21
sky130_fd_sc_hd__a211o_1: 6
sky130_fd_sc_hd__o21ai_1: 4
sky130_fd_sc_hd__xor2_1: 56
sky130_fd_sc_hd__a21o_1: 50
sky130_fd_sc_hd__and2_1: 44
sky130_fd_sc_hd__nand3_1: 26
sky130_fd_sc_hd__nand2_1: 106
sky130_fd_sc_hd__buf_6: 6
sky130_fd_sc_hd__a222oi_1: 10
sky130_fd_sc_hd__nand4_1: 10
sky130_fd_sc_hd__nor2b_1: 9
sky130_fd_sc_hd__a221o_1: 14
sky130_fd_sc_hd__nor2_1: 71
sky130_fd_sc_hd__ha_1: 137
sky130_fd_sc_hd__o21ai_0: 30
sky130_fd_sc_hd__buf_2: 12
sky130_fd_sc_hd__buf_4: 11
sky130_fd_sc_hd__nor3_1: 9
sky130_fd_sc_hd__o211ai_1: 33
sky130_fd_sc_hd__a31oi_1: 6
sky130_fd_sc_hd__xnor2_2: 5
sky130_fd_sc_hd__mux2i_1: 6
sky130_fd_sc_hd__o21bai_1: 9
sky130_fd_sc_hd__fa_1: 107
sky130_fd_sc_hd__xnor2_1: 93
sky130_fd_sc_hd__o221ai_1: 17
sky130_fd_sc_hd__clkbuf_1: 42
sky130_fd_sc_hd__xnor3_1: 6
sky130_fd_sc_hd__or3_1: 9
sky130_fd_sc_hd__or2_2: 16
sky130_fd_sc_hd__a221oi_1: 11
sky130_fd_sc_hd__a22oi_1: 22
sky130_fd_sc_hd__a211oi_1: 7
sky130_fd_sc_hd__and3_1: 7
sky130_fd_sc_hd__nand2b_1: 9
## cells by family (layout without fill, tap and decap cells)
| logic type | Yosys count | in the layout | synth area share |
|---|---|---|---|
| xor+xnor | 162 | 162 | 0.139 |
| compound gates | 391 | 391 | 0.261 |
| buf+inv | 260 | 324 | 0.0958 |
| fa+ha+maj | 244 | 244 | 0.341 |
| mux | 7 | 7 | 0.00632 |
| simple gates | 345 | 345 | 0.157 |
## metal layers
metal,share of wire,global-route usage,vias up
li1,-,-,5075
met1,0.45,0.320,5136
met2,0.43,0.326,479
met3,0.099,0.0642,59
met4,0.022,0.0391,0
met5,0,0.00128,-
## stage by stage
stage	hold slack, ns	cells	utilization
detailed placement	12.88	1941	0.347
floorplan	11.97	1409	-
global placement	12.89	1941	0.347
CTS	12.89	1941	0.347
global route	12.96	1941	0.347
finish	12.89	1941	0.347
Power is estimated from default activity; no workload was simulated.
